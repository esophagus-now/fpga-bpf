**flow/run.sh**
```bash
#!/bin/bash
# OpenROAD 26Q1-2900-gdf79404cd8, Yosys 0.63+post, stock flow scripts
make -C /OpenROAD-flow-scripts/flow DESIGN_CONFIG=/design/flow/config.mk WORK_HOME=/design/flow/orfs finish
```
**flow/config.mk**
```make
export PLATFORM = sky130hd
export DESIGN_NAME = fwdcombine
export DESIGN_NICKNAME = fwdcombine
export VERILOG_FILES = /design/flow/design.v
export SDC_FILE = /design/flow/constraint.sdc
export NUM_CORES = 4
export LEC_CHECK = 1
export CORE_AREA = 10 10 108 108
export DIE_AREA = 0 0 118 118
```
**flow/constraint.sdc**
```tcl
current_design fwdcombine

set clk_period 12.4
set clk_io_pct 0.2

create_clock -name clk0 -period $clk_period [get_ports {clk}]

set non_clock_inputs [all_inputs -no_clocks]
set_input_delay [expr $clk_period * $clk_io_pct] -clock clk0 $non_clock_inputs
set_output_delay [expr $clk_period * $clk_io_pct] -clock clk0 [all_outputs]
```
**flow/design.v**
```verilog
`timescale 1ns / 1ps
package packet_filter_regs_pkg;
    localparam PACKET_FILTER_REVISION = 10;
    localparam logic [31:0] PACKET_FILTER_DEFAULT_BASEADDR = 32'h00000000;
    localparam logic [31:0] STATUS_OFFSET = 32'h00000000;  
    localparam STATUS_NUM_PACKETS_DROPPED_BIT_OFFSET = 0;  
    localparam STATUS_NUM_PACKETS_DROPPED_BIT_WIDTH = 16;  
    localparam logic [15:0] STATUS_NUM_PACKETS_DROPPED_RESET = 16'b0000000000000000;  
    localparam logic [31:0] CONTROL_OFFSET = 32'h00000004;  
    localparam CONTROL_START_BIT_OFFSET = 0;  
    localparam CONTROL_START_BIT_WIDTH = 1;  
    localparam logic [0:0] CONTROL_START_RESET = 1'b0;  
    localparam logic [31:0] INST_LOW_OFFSET = 32'h00000008;  
    localparam INST_LOW_VALUE_BIT_OFFSET = 0;  
    localparam INST_LOW_VALUE_BIT_WIDTH = 32;  
    localparam logic [31:0] INST_LOW_VALUE_RESET = 32'b00000000000000000000000000000000;  
    localparam logic [31:0] INST_HIGH_OFFSET = 32'h0000000C;  
    localparam INST_HIGH_VALUE_BIT_OFFSET = 0;  
    localparam INST_HIGH_VALUE_BIT_WIDTH = 32;  
    localparam logic [31:0] INST_HIGH_VALUE_RESET = 32'b00000000000000000000000000000000;  
endpackage: packet_filter_regs_pkg
`timescale 1ns / 1ps
package packet_filter_regs_pkg;
    localparam PACKET_FILTER_REVISION = 10;
    localparam logic [31:0] PACKET_FILTER_DEFAULT_BASEADDR = 32'h00000000;
    localparam logic [31:0] STATUS_OFFSET = 32'h00000000;  
    localparam STATUS_NUM_PACKETS_DROPPED_BIT_OFFSET = 0;  
    localparam STATUS_NUM_PACKETS_DROPPED_BIT_WIDTH = 16;  
    localparam logic [15:0] STATUS_NUM_PACKETS_DROPPED_RESET = 16'b0000000000000000;  
    localparam logic [31:0] CONTROL_OFFSET = 32'h00000004;  
    localparam CONTROL_START_BIT_OFFSET = 0;  
    localparam CONTROL_START_BIT_WIDTH = 1;  
    localparam logic [0:0] CONTROL_START_RESET = 1'b0;  
    localparam logic [31:0] INST_LOW_OFFSET = 32'h00000008;  
    localparam INST_LOW_VALUE_BIT_OFFSET = 0;  
    localparam INST_LOW_VALUE_BIT_WIDTH = 32;  
    localparam logic [31:0] INST_LOW_VALUE_RESET = 32'b00000000000000000000000000000000;  
    localparam logic [31:0] INST_HIGH_OFFSET = 32'h0000000C;  
    localparam INST_HIGH_VALUE_BIT_OFFSET = 0;  
    localparam INST_HIGH_VALUE_BIT_WIDTH = 32;  
    localparam logic [31:0] INST_HIGH_VALUE_RESET = 32'b00000000000000000000000000000000;  
endpackage: packet_filter_regs_pkg
`timescale 1ns / 1ps
package packet_filter_regs_pkg;
    localparam PACKET_FILTER_REVISION = 10;
    localparam logic [31:0] PACKET_FILTER_DEFAULT_BASEADDR = 32'h00000000;
    localparam logic [31:0] STATUS_OFFSET = 32'h00000000;  
    localparam STATUS_NUM_PACKETS_DROPPED_BIT_OFFSET = 0;  
    localparam STATUS_NUM_PACKETS_DROPPED_BIT_WIDTH = 16;  
    localparam logic [15:0] STATUS_NUM_PACKETS_DROPPED_RESET = 16'b0000000000000000;  
    localparam logic [31:0] CONTROL_OFFSET = 32'h00000004;  
    localparam CONTROL_START_BIT_OFFSET = 0;  
    localparam CONTROL_START_BIT_WIDTH = 1;  
    localparam logic [0:0] CONTROL_START_RESET = 1'b0;  
    localparam logic [31:0] INST_LOW_OFFSET = 32'h00000008;  
    localparam INST_LOW_VALUE_BIT_OFFSET = 0;  
    localparam INST_LOW_VALUE_BIT_WIDTH = 32;  
    localparam logic [31:0] INST_LOW_VALUE_RESET = 32'b00000000000000000000000000000000;  
    localparam logic [31:0] INST_HIGH_OFFSET = 32'h0000000C;  
    localparam INST_HIGH_VALUE_BIT_OFFSET = 0;  
    localparam INST_HIGH_VALUE_BIT_WIDTH = 32;  
    localparam logic [31:0] INST_HIGH_VALUE_RESET = 32'b00000000000000000000000000000000;  
endpackage: packet_filter_regs_pkg
`timescale 1ns / 1ps
package packet_filter_regs_pkg;
    localparam PACKET_FILTER_REVISION = 10;
    localparam logic [31:0] PACKET_FILTER_DEFAULT_BASEADDR = 32'h00000000;
    localparam logic [31:0] STATUS_OFFSET = 32'h00000000;  
    localparam STATUS_NUM_PACKETS_DROPPED_BIT_OFFSET = 0;  
    localparam STATUS_NUM_PACKETS_DROPPED_BIT_WIDTH = 16;  
    localparam logic [15:0] STATUS_NUM_PACKETS_DROPPED_RESET = 16'b0000000000000000;  
    localparam logic [31:0] CONTROL_OFFSET = 32'h00000004;  
    localparam CONTROL_START_BIT_OFFSET = 0;  
    localparam CONTROL_START_BIT_WIDTH = 1;  
    localparam logic [0:0] CONTROL_START_RESET = 1'b0;  
    localparam logic [31:0] INST_LOW_OFFSET = 32'h00000008;  
    localparam INST_LOW_VALUE_BIT_OFFSET = 0;  
    localparam INST_LOW_VALUE_BIT_WIDTH = 32;  
    localparam logic [31:0] INST_LOW_VALUE_RESET = 32'b00000000000000000000000000000000;  
    localparam logic [31:0] INST_HIGH_OFFSET = 32'h0000000C;  
    localparam INST_HIGH_VALUE_BIT_OFFSET = 0;  
    localparam INST_HIGH_VALUE_BIT_WIDTH = 32;  
    localparam logic [31:0] INST_HIGH_VALUE_RESET = 32'b00000000000000000000000000000000;  
endpackage: packet_filter_regs_pkg
`timescale 1ns / 1ps
module fwdcombine # (parameter
	DATA_WIDTH = 64,
	ADDR_WIDTH = 9
)(
	input wire clk,
	output wire [ADDR_WIDTH-1:0] forwarder_rd_addr_left,
	input wire [DATA_WIDTH-1:0] forwarder_rd_data_left,
	output wire forwarder_rd_en_left,
	output wire forwarder_done_left,  
	input wire ready_for_forwarder_left,
	input wire [(ADDR_WIDTH+1)-1:0] len_to_forwarder_left,
	output wire [ADDR_WIDTH-1:0] forwarder_rd_addr_right,
	input wire [DATA_WIDTH-1:0] forwarder_rd_data_right,
	output wire forwarder_rd_en_right,
	output wire forwarder_done_right,  
	input wire ready_for_forwarder_right,
	input wire [(ADDR_WIDTH+1)-1:0] len_to_forwarder_right,
	input wire [ADDR_WIDTH-1:0] forwarder_rd_addr,
	output wire [DATA_WIDTH-1:0] forwarder_rd_data,
	input wire forwarder_rd_en,
	input wire forwarder_done,  
	output wire ready_for_forwarder,
	output wire [(ADDR_WIDTH+1)-1:0] len_to_forwarder
);
wire sel;
reg do_select = 1;
always @(posedge clk) do_select <= forwarder_done || (ready_for_forwarder_left != 1 && ready_for_forwarder_right != 1);
reg sel_saved = 0;  
assign sel = 
	do_select ? 
		(ready_for_forwarder_left ? 0 : (ready_for_forwarder_right ? 1 : 0))
		:
		sel_saved
	;
always @(posedge clk) sel_saved = sel;
assign forwarder_rd_addr_left = forwarder_rd_addr;
assign forwarder_rd_addr_right = forwarder_rd_addr;
assign forwarder_rd_en_left = (sel == 0) ? forwarder_rd_en : 0;
assign forwarder_rd_en_right = (sel == 1) ? forwarder_rd_en : 0;
assign forwarder_done_left = (sel == 0) ? forwarder_done : 0;
assign forwarder_done_right = (sel == 1) ? forwarder_done : 0;
assign forwarder_rd_data = (sel == 0) ? forwarder_rd_data_left : forwarder_rd_data_right;
assign ready_for_forwarder = (sel == 0) ? ready_for_forwarder_left : ready_for_forwarder_right;
assign len_to_forwarder = (sel == 0) ? len_to_forwarder_left : len_to_forwarder_right;
endmodule
```
==> metrics.csv <==
metric,value,unit
die height,118,um
via-per-instance ratio,3.69,
first-pass GRT wire length,11200,um
CTS resizes,0,
synthesized instance count,114,
Area Growth Syn to Fin,203,%
io pins,259,
CP arrival,4.97,ns
final setup vio count,0,
worst relative slew slack,62.9,%
Clock Skew,0.000836,ns
Die Size,13900,um2
gr usage total,9.92,%
Fin Setup TNS,0,ns
status,"finished, final reports clean",
"antenna viol nets, final",0,
Max VDD drop,0.0517,mV
clock period minus worst slack,7.45,ns
clock network power share,15.8,%
Reg2Reg Setup Slack,10.62,ns
CTS tree,built,
critical path type,primary input to primary output,
Post-DP Area,3450,um2
Setup crit start kind,primary input,
switching share of total power,18.8,%
routability congestion estimate,0.725,
OpenROAD warning count,25,
Post-synth regs,2,
Synth Area per Inst,10.1,um2
clock slew at reported path FFs,0.03,ns
final worst slack,4.95,ns
row cnt,35,
wire length per cell,16.2,um
htree depth,1,
unrepaired setup endpoints after global routing,false,
vias in the first global route,1903,
setup bufs post-CTS,0,
CORE AREA,9280,um2
Seq pwr share,4.7,%
Detailed Routing Iterations Pass 1,2,
worst slew pin tran,0.556,ns
register area,40.0,um2
Num CTS Buffers,3,
Logic area,910,um2
Initial DRC Count,33,
f_max,134,MHz
crit path capture type,primary output,
Post-Syn Area,1150,um2
combinational power share,79.5,%
Fin. Hold Viols,0,
P_int,0.000129,W
"Slew Viols, Final",0,
routed wire length,7360,um
Unique cell types,13,
layout cells sized above 1,23.1,%
global route overflow,0,
Place WS,4.89,ns
CP Data Required Time,9.92,ns
Port Buffers,231,
hold_buf cts,0,
Worst Hold Class,flop to flop,
placed wire-length estimate,6570,um
Pre-Place Util,12.4,%
initial antenna violation count,0,
# Cells Yosys,114,
# diodes,0,
MaxCap Viol Count,0,
Vias,1673,
DRC Markers,0,
P_sw,0.0000298,W
largest net degree at the start of global routing,46,
CTS Buffer Depth,2,
worst skew pair latency,0.21,ns
PD cells,45.5,nW/um2
cycle use final,60.1,%
YS warnings,1,
chip area line of the yosys report,1150,um2
Clock Tree Root,clkbuf_8,
Leakage,1.29,nW
Clock Sinks,2,
design area,3490,um2
worst-path fanout max,45,
"Seq share, synth",3.48,%
# fillers,940,
die width,118,um
-- sequential cells by signal (all words and copies together), names as in the netlist --
| register | count |
|---|---|
| sel_saved | 1 |
| do_select | 1 |
-- through the flow --
step | hold slack, ns | instances | power [W] | utilization [%]
floorplan | 0.850 | 114 | 0.0000421 | -
global placement | 1.27 | 450 | 0.000136 | 37.1
detailed placement | 1.29 | 450 | 0.000136 | 37.1
CTS | 1.30 | 453 | 0.000163 | 37.6
global route | 1.37 | 453 | 0.000171 | 37.6
finish | 1.25 | 453 | 0.000159 | 37.6
-- cells by family (layout without fill, tap and decap cells) --
group	after synthesis	in the layout	share of synthesized area [%]
mux	74	74	72.4
buf+inv	28	238	18.3
compound gates	4	4	2.83
simple gates	6	6	3.04
flops	2	2	3.48
-- final timing paths --
kind                            start  cells after the start                     to
max          ready_for_forwarder_left                      7  forwarder_rd_data[49]
min                         do_select                      4              sel_saved
max reg2reg                 do_select                      5              sel_saved
min reg2reg                 do_select                      4              sel_saved
-- worst max-delay path: stages --
cell	delay, ns
clkdlybuf4s50_1	0.49
inv_1	0.08
a31oi_4	0.12
buf_4	0.39
buf_4	0.55
mux2_2	0.40
clkdlybuf4s50_1	0.44
-- power by group through the flow --
| stage | Clock (W) | Combinational (W) | Sequential [W] |
|---|---|---|---|
| 6_report | 0.0000251 | 0.000126 | 0.00000746 |
| 5_1_grt | 0.0000265 | 0.000137 | 0.00000754 |
| 4_1_cts | 0.0000260 | 0.000129 | 0.00000747 |
-- area by class of cell --
| type | count | area share, % |
|---|---|---|
| multi-input cells | 84 | 26.1 |
| inverters | 2 | 0.215 |
| well taps | 129 | 4.63 |
| flip-flops and latches | 2 | 1.15 |
| clock buffers | 3 | 1.18 |
| repair buffers | 233 | 66.7 |
-- Yosys cell counts --
cell type,instances,area share (%)
mux2_2,69,68
buf_4,24,16
mux2_1,5,4.9
nor2b_1,3,1.6
and2_1,2,1.1
buf_6,2,2.0
dfxtp_1,2,3.5
inv_1,2,0.65
a22oi_1,1,0.65
a31oi_2,1,1.1
nor2_1,1,0.33
o21ai_0,1,0.43
o21bai_1,1,0.65
-- metal layers --
metal	GRT usage, %	part of all wire [%]	vias to the layer above
li1	-	-	817
met1	11.4	40	706
met2	16.3	46	143
met3	5.64	13	7
met4	0.696	0.72	0
met5	0	0	-
-- placed cells by master (no fill, tap or decap), drive strengths merged --
master           n
and2             2
mux2            74
clkdlybuf4s50  231
clkbuf           3
o21bai           1
inv              2
buf              2
o21ai            1
dfxtp            2
nor2             1
a22oi            1
a31oi            1
nor2b            3
Power figures rest on the tool's default switching activity, not on a simulated workload.
