## ./run.sh

```bash
#!/bin/bash
# OpenROAD 26Q1-2900-gdf79404cd8, Yosys 0.63+post, stock flow scripts
make -C /OpenROAD-flow-scripts/flow DESIGN_CONFIG=/design/flow/config.mk WORK_HOME=/design/flow/orfs finish
```

## ./config.mk

```make
export PLATFORM = sky130hd
export DESIGN_NAME = snoopsplit
export DESIGN_NICKNAME = snoopsplit
export VERILOG_FILES = /design/flow/design.v
export SDC_FILE = /design/flow/constraint.sdc
export NUM_CORES = 4
export LEC_CHECK = 1
export CORE_AREA = 10 10 98 98
export DIE_AREA = 0 0 108 108
```

## ./constraint.sdc

```tcl
current_design snoopsplit

set clk_period 1.2
set clk_io_pct 0.2

create_clock -name clk0 -period $clk_period [get_ports {clk}]

set non_clock_inputs [all_inputs -no_clocks]
set_input_delay [expr $clk_period * $clk_io_pct] -clock clk0 $non_clock_inputs
set_output_delay [expr $clk_period * $clk_io_pct] -clock clk0 [all_outputs]
```

## ./design.v

```verilog
`timescale 1ns / 1ps
package packet_filter_regs_pkg;
    localparam PACKET_FILTER_REVISION = 10;
    localparam logic [31:0] PACKET_FILTER_DEFAULT_BASEADDR = 32'h00000000;
    localparam logic [31:0] STATUS_OFFSET = 32'h00000000;  
    localparam STATUS_NUM_PACKETS_DROPPED_BIT_OFFSET = 0;  
    localparam STATUS_NUM_PACKETS_DROPPED_BIT_WIDTH = 16;  
    localparam logic [15:0] STATUS_NUM_PACKETS_DROPPED_RESET = 16'b0000000000000000;  
    localparam logic [31:0] CONTROL_OFFSET = 32'h00000004;  
    localparam CONTROL_START_BIT_OFFSET = 0;  
    localparam CONTROL_START_BIT_WIDTH = 1;  
    localparam logic [0:0] CONTROL_START_RESET = 1'b0;  
    localparam logic [31:0] INST_LOW_OFFSET = 32'h00000008;  
    localparam INST_LOW_VALUE_BIT_OFFSET = 0;  
    localparam INST_LOW_VALUE_BIT_WIDTH = 32;  
    localparam logic [31:0] INST_LOW_VALUE_RESET = 32'b00000000000000000000000000000000;  
    localparam logic [31:0] INST_HIGH_OFFSET = 32'h0000000C;  
    localparam INST_HIGH_VALUE_BIT_OFFSET = 0;  
    localparam INST_HIGH_VALUE_BIT_WIDTH = 32;  
    localparam logic [31:0] INST_HIGH_VALUE_RESET = 32'b00000000000000000000000000000000;  
endpackage: packet_filter_regs_pkg
`timescale 1ns / 1ps
package packet_filter_regs_pkg;
    localparam PACKET_FILTER_REVISION = 10;
    localparam logic [31:0] PACKET_FILTER_DEFAULT_BASEADDR = 32'h00000000;
    localparam logic [31:0] STATUS_OFFSET = 32'h00000000;  
    localparam STATUS_NUM_PACKETS_DROPPED_BIT_OFFSET = 0;  
    localparam STATUS_NUM_PACKETS_DROPPED_BIT_WIDTH = 16;  
    localparam logic [15:0] STATUS_NUM_PACKETS_DROPPED_RESET = 16'b0000000000000000;  
    localparam logic [31:0] CONTROL_OFFSET = 32'h00000004;  
    localparam CONTROL_START_BIT_OFFSET = 0;  
    localparam CONTROL_START_BIT_WIDTH = 1;  
    localparam logic [0:0] CONTROL_START_RESET = 1'b0;  
    localparam logic [31:0] INST_LOW_OFFSET = 32'h00000008;  
    localparam INST_LOW_VALUE_BIT_OFFSET = 0;  
    localparam INST_LOW_VALUE_BIT_WIDTH = 32;  
    localparam logic [31:0] INST_LOW_VALUE_RESET = 32'b00000000000000000000000000000000;  
    localparam logic [31:0] INST_HIGH_OFFSET = 32'h0000000C;  
    localparam INST_HIGH_VALUE_BIT_OFFSET = 0;  
    localparam INST_HIGH_VALUE_BIT_WIDTH = 32;  
    localparam logic [31:0] INST_HIGH_VALUE_RESET = 32'b00000000000000000000000000000000;  
endpackage: packet_filter_regs_pkg
`timescale 1ns / 1ps
package packet_filter_regs_pkg;
    localparam PACKET_FILTER_REVISION = 10;
    localparam logic [31:0] PACKET_FILTER_DEFAULT_BASEADDR = 32'h00000000;
    localparam logic [31:0] STATUS_OFFSET = 32'h00000000;  
    localparam STATUS_NUM_PACKETS_DROPPED_BIT_OFFSET = 0;  
    localparam STATUS_NUM_PACKETS_DROPPED_BIT_WIDTH = 16;  
    localparam logic [15:0] STATUS_NUM_PACKETS_DROPPED_RESET = 16'b0000000000000000;  
    localparam logic [31:0] CONTROL_OFFSET = 32'h00000004;  
    localparam CONTROL_START_BIT_OFFSET = 0;  
    localparam CONTROL_START_BIT_WIDTH = 1;  
    localparam logic [0:0] CONTROL_START_RESET = 1'b0;  
    localparam logic [31:0] INST_LOW_OFFSET = 32'h00000008;  
    localparam INST_LOW_VALUE_BIT_OFFSET = 0;  
    localparam INST_LOW_VALUE_BIT_WIDTH = 32;  
    localparam logic [31:0] INST_LOW_VALUE_RESET = 32'b00000000000000000000000000000000;  
    localparam logic [31:0] INST_HIGH_OFFSET = 32'h0000000C;  
    localparam INST_HIGH_VALUE_BIT_OFFSET = 0;  
    localparam INST_HIGH_VALUE_BIT_WIDTH = 32;  
    localparam logic [31:0] INST_HIGH_VALUE_RESET = 32'b00000000000000000000000000000000;  
endpackage: packet_filter_regs_pkg
`timescale 1ns / 1ps
package packet_filter_regs_pkg;
    localparam PACKET_FILTER_REVISION = 10;
    localparam logic [31:0] PACKET_FILTER_DEFAULT_BASEADDR = 32'h00000000;
    localparam logic [31:0] STATUS_OFFSET = 32'h00000000;  
    localparam STATUS_NUM_PACKETS_DROPPED_BIT_OFFSET = 0;  
    localparam STATUS_NUM_PACKETS_DROPPED_BIT_WIDTH = 16;  
    localparam logic [15:0] STATUS_NUM_PACKETS_DROPPED_RESET = 16'b0000000000000000;  
    localparam logic [31:0] CONTROL_OFFSET = 32'h00000004;  
    localparam CONTROL_START_BIT_OFFSET = 0;  
    localparam CONTROL_START_BIT_WIDTH = 1;  
    localparam logic [0:0] CONTROL_START_RESET = 1'b0;  
    localparam logic [31:0] INST_LOW_OFFSET = 32'h00000008;  
    localparam INST_LOW_VALUE_BIT_OFFSET = 0;  
    localparam INST_LOW_VALUE_BIT_WIDTH = 32;  
    localparam logic [31:0] INST_LOW_VALUE_RESET = 32'b00000000000000000000000000000000;  
    localparam logic [31:0] INST_HIGH_OFFSET = 32'h0000000C;  
    localparam INST_HIGH_VALUE_BIT_OFFSET = 0;  
    localparam INST_HIGH_VALUE_BIT_WIDTH = 32;  
    localparam logic [31:0] INST_HIGH_VALUE_RESET = 32'b00000000000000000000000000000000;  
endpackage: packet_filter_regs_pkg
`timescale 1ns / 1ps
module snoopsplit # (parameter
	DATA_WIDTH = 64,
	ADDR_WIDTH = 10,
	PESSIMISTIC = 0
)(
	input wire clk,
	input wire [ADDR_WIDTH-1:0] wr_addr,
	input wire [DATA_WIDTH-1:0] wr_data,
	output wire mem_ready,
	input wire wr_en,
	input wire done,
	output wire [ADDR_WIDTH-1:0] wr_addr_left,
	output wire [DATA_WIDTH-1:0] wr_data_left,
	input wire mem_ready_left,
	output wire wr_en_left,
	output wire done_left,
	output wire [ADDR_WIDTH-1:0] wr_addr_right,
	output wire [DATA_WIDTH-1:0] wr_data_right,
	input wire mem_ready_right,
	output wire wr_en_right,
	output wire done_right,
	output wire choice  
);
reg done_on_prev_cycle = 1;
always @(posedge clk) done_on_prev_cycle <= done;
reg choice_internal_saved = 0;  
wire do_select;
assign do_select = 
	done_on_prev_cycle || 
	(choice_internal_saved == 0 && !mem_ready_left) || 
	(choice_internal_saved == 1 && !mem_ready_right);
wire choice_internal;
assign choice_internal = 
	(do_select) ? 
		(mem_ready_left ? 0 : (mem_ready_right ? 1 : 0))
		:
		choice_internal_saved
	;
wire choice_valid;
assign choice_valid = mem_ready;
always @(posedge clk) choice_internal_saved <= choice_internal;
assign mem_ready = (mem_ready_left || mem_ready_right);
wire [ADDR_WIDTH-1:0] wr_addr_internal;
wire [DATA_WIDTH-1:0] wr_data_internal;
wire wr_en_left_internal;
wire done_left_internal;
wire wr_en_right_internal;
wire done_right_internal;
generate
if (PESSIMISTIC) begin
	reg [ADDR_WIDTH-1:0] wr_addr_r = 0;
	reg [DATA_WIDTH-1:0] wr_data_r = 0;
	reg wr_en_left_r = 0;
	reg done_left_r = 0;
	reg wr_en_right_r = 0;
	reg done_right_r = 0;
	reg choice_r = 0;
	always @(posedge clk) begin
		wr_addr_r = wr_addr;
		wr_data_r = wr_data;
		wr_en_left_r = (choice_internal == 0 && choice_valid) ? wr_en : 0;
		wr_en_right_r = (choice_internal == 1 && choice_valid) ? wr_en : 0;
		done_left_r = (choice_internal == 0 && choice_valid) ? done : 0;
		done_right_r = (choice_internal == 1 && choice_valid) ? done : 0;
		choice_r <= choice_internal;
	end
	assign wr_addr_internal = wr_addr_r;
	assign wr_data_internal = wr_data_r;
	assign wr_en_left_internal = wr_en_left_r;
	assign wr_en_right_internal = wr_en_right_r;
	assign done_left_internal = done_left_r;
	assign done_right_internal = done_right_r;
	assign choice = choice_r;
end
else begin
	assign wr_addr_internal = wr_addr;
	assign wr_data_internal = wr_data;
	assign wr_en_left_internal = (choice_internal == 0 && choice_valid) ? wr_en : 0;
	assign wr_en_right_internal = (choice_internal == 1 && choice_valid) ? wr_en : 0;
	assign done_left_internal = (choice_internal == 0 && choice_valid) ? done : 0;
	assign done_right_internal = (choice_internal == 1 && choice_valid) ? done : 0;
	assign choice = choice_internal;
end
endgenerate
assign wr_addr_left = wr_addr_internal;
assign wr_data_left = wr_data_internal;
assign wr_en_left = wr_en_left_internal;
assign done_left = done_left_internal;
assign wr_addr_right = wr_addr_internal;
assign wr_data_right = wr_data_internal;
assign wr_en_right = wr_en_right_internal;
assign done_right = done_right_internal;
endmodule
```

==> job_summary.md <==
### Metrics collected by this job

| Metric | Value |
|---|---|
| Reg-to-reg setup timing slack | between 400 and 500 ps |
| Max-area cell share | 91.4% |
| Status | complete, no violations |
| Largest stage delay, worst path | 300 ps |
| Fillers | 892 |
| Sink of the worst hold path | done_on_prev_cycle |
| Reg2reg end | choice_internal_saved |
| Pin count of the biggest net entering global routing | 7 |
| H-tree Lvls | 1 |
| CTS tree | yes |
| Post-Synth AOI/OAI Area | 1.44% |
| Syn_area_per_cell | 7.60 sq um |
| Yosys Chip Area | 1220 sq um |
| FF-to-FF Start | done_on_prev_cycle |
| Max-Cap Viols | 0 |
| Log Warnings | 26 |
| Initial antenna violation count | 0 |
| Final WL | 1.87 mm |
| Die area | 11,700 sq um |
| Global-route wire length before repair | 2.32 mm |
| Share of layout cells above drive strength 1 | 69.2% |
| Area growth syn-to-layout | -70.7% |
| Final-report max-slew violation count | 0 |
| Hold_sp | done |
| Final Hold Viols | 0 |
| Cell Area, Synth | 1220 sq um |
| Post-route DRC | 0 |
| Avg WL per Cell | 14.6 um |
| Detailed Route Iter0 Violations | 2 |
| Buf/Inv on CP | 1 |
| CP top delay family | simple AND/OR/NAND/NOR gates |
| Commonest Layout Cell | buf_2 |
| Yosys xor share | 0% |
| Power per Cell Area | between 1000 and 1500 nW/um^2 |
| Main area contributors | buf_4, dfxtp_1, nand2b_4 |
| Overall Global Routing Usage | about 2.7% |
| CP max stage cell | dfxtp_2 |
| Ports | 233 |
| Vias in the first global route | 339 |
| Relative slew slack | 91.3% |
| Final worst path period share | 97.5% |
| Max Buffers Root-to-Sink | 2 |
| # Cells Yosys | between 150 and 200 |
| Core Util at FP | between 15 and 20% |
| Placed Area | 333 sq um |
| Crit Path Category | reg -> out |
| Design Area, Final | 357 sq um |
| Crit. End Element | primary output |
| Setup TNS | 0 ps |
| Comb area leader | buffers and inverters |
| DP Wirelength | 1.46 mm |
| I/O Buffers | 10 |
| Crit path DRT | about 960 ps |
| Largest area contributor in the netlist | buf_4 |
| Fin crit period | 1170 ps |
| Leakage | 0.122 nW |
| Layout Utilization | around 4.7% |
| Yosys warnings | 1 |
| Routed via count | 288 |
| Rows | 32 |
| Clock slew at reported path FFs | 30 ps |
| Inserted Diodes | 0 |
| TritonCTS Buffers | 3 |
| CTS root buffer | clkbuf_8 |
| Hold-critical path depth | 1 |
| DRT Pass-1 Iters | 3 |
| Max Clock Freq | 0.855 GHz |
| Crit path DAT | slightly above 900 ps |
| Clock Latency Late Sink | approximately 210 ps |
| Layout Skew | 3.25 ps |
| TritonCTS Sinks | 2 |
| Cell Type Count | 9 |
| Tightest Hold Check Type | in -> reg |
| Die X | 108 um |
| Adder Area Share | 0% |
| Crit path max fanout | 2 |
| Worst VDD drop | between 0.0002 and 0.00025 V |
| FF-to-FF path depth | 3 |
| Instance count of the mapped netlist | 160 |
| Unrepaired setup endpoints after global routing | true |
| CP Launch Type | flop |
| Worst-margin pin slew | 130 ps |
| Worst hold slack | approximately 330 ps |
| Gp weighted congestion | 0.708 |
| Routed Antenna Nets | 0 |
| Top cells excl fill/tap | buf_2, clkbuf_8, dlygate4sd2_1 |
| GRT overflow | 0 |
| Final setup fails | 0 |
| Vias per cell | 2.25 |
| Simple Share, Synth | roughly 4% |
| Critical Path, Cell by Cell | nand3b_1 > and3_1 > buf_2 |
| Core Area | 7650 sq um |
| Synth mux share | 0% |
| Die height | roughly 110 um |
| Seq/Total Area, Yosys | 3.29% |
| #FFs+latches synth | 2 |
==> routing by layer <==
layer  wire length [um]  global-route usage (%)  vias up
li1                   -                       -       71
met4                528                    8.40        0
met3                652                    4.10       66
met1                238                    1.04       64
met2                446                    1.29       87
met5                  0                       0        -
==> synthesized netlist by cell type <==
cell	instances
a21boi_0	1
a21oi_1	2
and3_1	2
buf_4	148
dfxtp_1	2
nand2_1	2
nand2b_4	1
nand3b_1	1
or2_2	1
==> layout make-up <==
cell class / instances / area (sq um) / share of cell area, %
multi-input cells: 10 / 76.3 / 21.4
clock buffers: 3 / 41.3 / 11.6
well taps: 102 / 128 / 35.8
flip-flops and latches: 2 / 42.5 / 11.9
repair buffers: 11 / 68.8 / 19.3
==> logic make-up after synthesis <==
group / count (synthesis)
AOI/OAI and AO/OA: 3
DFF: 2
buffers and inverters: 148
and+or+nand+nor: 7
==> state kept, by name, indices dropped and copies added (netlist names) <==
signal                 flops
done_on_prev_cycle         1
choice_internal_saved      1
==> power by group <==
group          switching [mW]  internal [mW]
logic                  0.0177         0.0258
registers             0.00276         0.0720
clock network          0.0479          0.212
==> worst max path at each step <==
stage	startpoint	end	slack, ps	depth (start not counted)
CTS	done_on_prev_cycle	wr_en_left	10	3
global route	done_on_prev_cycle	wr_en_left	-40	3
finish	done_on_prev_cycle	wr_en_left	30	3
==> stage by stage <==
step                      total power, mW  setup WS [ps]  instances
after CTS                           0.386           13.9        128
final                               0.378           30.0        128
after global placement              0.126           -547        124
after floorplan                     0.377            370        160
after detailed placement            0.126           -572        124
after global routing                0.396          -36.1        128
==> timing repair <==
action / in CTS / in global routing
hold buffers: 0 / 0
pin swaps: 4 / 1
cloned: 0 / 0
setup buffers: 1 / 0
setup endpoints to repair: 6 / 2
gates resized: 32 / 0
Power is estimated from default activity; no workload was simulated.
